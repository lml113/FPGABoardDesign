==> flow/design.v <==
module rgb2hsv(
input [7:0] R,
input [7:0] G,
input [7:0] B,
output  reg [7:0] H,
output  reg  [7:0] S,
output  wire [7:0] V
    );
wire [7:0] max;
wire [7:0] min;
wire [7:0] max_z;
wire [7:0] min_z;
wire [7:0] dif;
assign max = max_z>B ? max_z:B;
assign min = min_z<B ? min_z:B;
assign max_z = R>G ? R:G;
assign min_z = R<G ? R:G;
assign V = max;
assign dif = max-min;
always@(*)begin
	if(max == 0)
		S = 8'd0;
	else
		S = (16'd255*dif)/max;
end
reg [15:0] H1;
reg [15:0] H1_1;
reg [15:0] H1_2;
reg sag=0;
always@(*)begin
	if(max == min) begin
		H1 = 16'd0;
		sag = 1'b0;
	end
	else if(max == R) begin
		if(G<B)begin
			H1 = (16'd60*(B-G))/dif;
			sag = 1'b1;
			end
		else begin
			H1 = (16'd60*(G-B))/dif;
			sag = 1'b0;
			end
	end
	else if(max == G) begin
		if(B<R) begin
			H1_1 = (16'd60*(R-B))/dif;
			H1 =  H1_1< 16'd120 ? (16'd120-H1_1):(H1_1-16'd120);
			sag = H1_1< 16'd120 ? 1'b0:1'b1;
			end
		else begin
			H1 = 16'd120+(16'd60*(B-R))/dif;
			sag = 1'b0;
			end
	end
	else begin
		if(R<G)begin
			H1_2 = (16'd60*(G-R))/dif;
			H1 = H1_2< 16'd240 ? (16'd240-H1_2):(H1_2-16'd240);
			sag = H1_2< 16'd240 ? 1'b0:1'b1;
			end
		else begin
			H1 = 16'd240+(16'd60*(R-G))/dif;
			sag = 1'b0;
			end
	end
end
always@(H1)begin
	if(sag)
		H = (16'd360-H1)/2;
	else 
		H = H1/2;
end
endmodule
==> flow/run.sh <==
#!/bin/bash
# OpenROAD 26Q1-2900-gdf79404cd8, Yosys 0.63+post, stock flow scripts
make -C /OpenROAD-flow-scripts/flow DESIGN_CONFIG=/design/flow/config.mk WORK_HOME=/design/flow/orfs finish
==> flow/config.mk <==
export PLATFORM = sky130hd
export DESIGN_NAME = rgb2hsv
export DESIGN_NICKNAME = rgb2hsv
export VERILOG_FILES = /design/flow/design.v
export SDC_FILE = /design/flow/constraint.sdc
export NUM_CORES = 4
export LEC_CHECK = 1
export CORE_UTILIZATION = 30
==> flow/constraint.sdc <==
current_design rgb2hsv

set clk_period 72.6
set clk_io_pct 0.2

create_clock -name clk0 -period $clk_period

set non_clock_inputs [all_inputs -no_clocks]
set_input_delay [expr $clk_period * $clk_io_pct] -clock clk0 $non_clock_inputs
set_output_delay [expr $clk_period * $clk_io_pct] -clock clk0 [all_outputs]
==> job_summary.md <==
## PnR job results

| Metric | Value |
|---|---|
| Vias/cell | 5.36 |
| CP max stage delay | 700 ps |
| Worst slew pin tran | 879 ps |
| Fillers | 7762 |
| Synth cell types | 113 |
| Total GRT Usage | 17.9% |
| Post-Syn Area per Cell | 7.46 sq um |
| Clock buffer count | 0 |
| Fmax | 14.4 MHz |
| DP Wirelength | 55.5 mm |
| Drt wl/cell | 16.3 microns |
| Tmin final | 69340 ps |
| Initial DRC Count | 1119 |
| Tcrit/Tclk final | 95.5% |
| Crit path DAT | 54820 ps |
| Commonest Layout Cell | ha_1 |
| Ys cells | 3013 |
| HP Class | input port to output pin |
| CP endpoint kind | output pin |
| Post-Syn Area | 22500 sq um |
| Global-route wire length before repair | 108 mm |
| Critical Path Start Type | input port |
| Hold Fails Final Rpt | 0 |
| CP max-delay cell | fa_2 |
| Area Overhead vs Synth | 11.0% |
| Core ar. | 73600 sq um |
| First drt pass iteration count | 5 |
| Synthesized instance count | 3013 |
| Tool warnings | 96 |
| N_diodes | 0 |
| Seq_cells | 0 |
| CP Max Fanout | 21 |
| Most frequent cells in the layout | 377 x ha_1, 314 x inv_1, 217 x nand2_1 |
| Yosys warnings | 1 |
| Rel. slew slack | 41.0% |
| Crit path required time | 58080 ps |
| Placement Cell Area | 24400 sq um |
| IO Count | 48 |
| CP top delay family | AND-OR/OR-AND gates |
| Final wirelength | 66.0 mm |
| Crit path kind | input port to output pin |
| Total die size | 76000 sq um |
| Proportion of layout cells with a drive suffix above 1 | 9.34% |
| Buf/Inv on CP | 14 |
| Largest net degree at the start of global routing | 29 |
| Busiest grt layer | met2 |
| Cell area after layout | 24900 sq um |
| # setup viols final | 0 |
| Grt met2 use | 29.8% |
| DRC | 0 |
| FP Core Util | 30.5% |
| Chip area line of the yosys report | 22500 sq um |
| Total number of vias | 21600 |
| Register share after synthesis | 0% |
| Hold WS | 30260 ps |
| Post-route ant nets | 0 |
| Worst path most repeated cell | o21a_1 |
| Site Rows | 99 |
| Global routing usage on met3 | 2.34% |
| Initial antenna violation count | 0 |
| Total gr overflow | 0 |
| M1 GR Usage | 24.9% |
| Port buffer count | 48 |
| Pins Over Slew Limit | 0 |
| Status | finished, final reports clean |
| Final Wtd Congestion | 0.965 |
| Reg area | 0 sq um |
| Die Span Y | 276 microns |
| Dpl cells | 4022 |
| Die Span X | 276 microns |
| Finished Layout Cells | 4042 |
| Vias in the first global route | 20500 |
| Max-Cap Viols | 0 |
## routing by layer
metal,vias up,wire length (microns)
li1,11100,-
met1,10000,30900
met2,500,30300
met3,86,3310
met4,0,1590
met5,-,0
## what timing repair did
| action | CTS | global route |
|---|---|---|
| resized | 0 | 88 |
| setup buffers | 0 | 19 |
| hold buffers | 0 | 0 |
| setup endpoints to repair | 0 | 11 |
| endpoints found under the hold margin | 0 | 0 |
## synth_stat cells, types with 8 or more instances
cell	n	area share (%)
ha_1	382	21
inv_1	319	5.3
nand2_1	219	3.7
a21oi_1	202	4.5
nor2_1	191	3.2
o21ai_0	161	3.6
xnor2_1	142	5.5
nor3_1	121	2.7
fa_1	120	11
o21a_1	114	3.8
a21o_1	78	2.6
mux2i_1	56	2.5
xor2_1	55	2.1
nand3_1	52	1.2
o31ai_1	48	1.6
mux2_2	47	2.4
nor2b_1	46	1.3
clkbuf_1	45	0.75
o21bai_1	40	1.3
nand2b_1	39	1.1
a211oi_1	33	1.1
nand4_1	32	0.89
or3_1	30	0.84
a31oi_1	28	0.78
and3_1	28	0.78
o211ai_1	22	0.74
buf_2	17	0.38
o221ai_1	17	0.66
or2_2	17	0.47
a21boi_0	16	0.53
a311oi_1	13	0.51
and2_1	13	0.36
nor4_1	13	0.36
o22ai_1	12	0.33
nand3b_1	11	0.37
o211a_1	11	0.49
o21ai_1	11	0.25
nor3b_1	10	0.33
a221oi_1	9	0.35
buf_1	8	0.13
o311ai_0	8	0.31
## worst paths after layout
check	slack (ps)	start	to	cells past startpoint
worst min-delay path	30260	G[2]	V[2]	6
worst max-delay path	3260	G[4]	S[0]	183
## layout make-up
type | instances | area, sq um | area share, %
inverter | 328 | 1240 | 4.96
timing repair buffer | 144 | 1220 | 4.90
tap | 959 | 1200 | 4.81
multi-input combinational | 2611 | 21300 | 85.3
## logic make-up after synthesis
| family | after synthesis | synth area share [%] |
|---|---|---|
| AND-OR/OR-AND | 928 | 28.2 |
| AND/OR/NAND/NOR | 862 | 19.2 |
| adder cells (fa/ha/maj) | 505 | 32.1 |
| buffers and inverters | 403 | 6.93 |
| XOR/XNOR | 201 | 8.00 |
| multiplexers | 114 | 5.64 |
## metrics by stage
stage | setup WS [ps] | utilization [%] | setup TNS, ps
2_1_floorplan | 3090 | - | 0
3_3_place_gp | 103 | 33.2 | 0
3_5_place_dp | 183 | 33.2 | 0
4_1_cts | 72.9 | 33.2 | 0
5_1_grt | -3.38 | 33.9 | -3.38
6_report | 3260 | 33.9 | 0
